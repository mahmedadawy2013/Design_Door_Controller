**flow/run.sh**
```bash
#!/bin/bash
# OpenROAD 26Q1-2900-gdf79404cd8, Yosys 0.63+post, stock flow scripts
make -C /OpenROAD-flow-scripts/flow DESIGN_CONFIG=/design/flow/config.mk WORK_HOME=/design/flow/orfs finish
```
**flow/config.mk**
```make
export PLATFORM = sky130hd
export DESIGN_NAME = Door_Controller
export DESIGN_NICKNAME = Door_Controller
export VERILOG_FILES = /design/flow/design.v
export SDC_FILE = /design/flow/constraint.sdc
export NUM_CORES = 4
export LEC_CHECK = 1
export CORE_AREA = 10 10 70 70
export DIE_AREA = 0 0 80 80
```
**flow/constraint.sdc**
```tcl
current_design Door_Controller

set clk_period 1.4
set clk_io_pct 0.2

create_clock -name clk0 -period $clk_period [get_ports {CLK}]

set non_clock_inputs [all_inputs -no_clocks]
set_input_delay [expr $clk_period * $clk_io_pct] -clock clk0 $non_clock_inputs
set_output_delay [expr $clk_period * $clk_io_pct] -clock clk0 [all_outputs]
```
**flow/design.v**
```verilog
module Door_Controller (
input      wire        CLK      ,  
input      wire        RST      ,  
input      wire        Activate ,  
input      wire        Up_Max   ,  
input      wire        Dn_Max   ,  
output     reg         Up_M     ,  
output     reg         Dn_M        
);
localparam          IDLE  = 2'b00 ,
                    Mv_Up = 2'b01 ,                    
                    Mv_Dn = 2'b10 ;
reg      [1:0]      current_state ,
                    next_state ;
always @ (posedge CLK or negedge RST)
 begin
  if(!RST)
       begin
          current_state <= IDLE ;
       end
  else
       begin
          current_state <= next_state ;
       end
 end
always @ (*)
 begin
   case (current_state)
   IDLE   :  begin
              Up_M  = 1'b0 ;
              Dn_M  = 1'b0 ;
              if(Activate && Up_Max && !Dn_Max)
                begin
                   next_state = Mv_Dn  ;
                end
              else if(Activate && Dn_Max && !Up_Max)
                begin
                 next_state = Mv_Up     ;
                end
              else   
                begin
                 next_state = IDLE  ;
                end  
             end
   Mv_Up  :  begin
              Up_M  = 1'b1 ;
              if(Up_Max)
                begin
                 next_state = IDLE  ;
                end
              else  
                begin
                 next_state = Mv_Up  ;
                end        
             end
   Mv_Dn  :  begin
              Dn_M  = 1'b1 ;
              if(Dn_Max)
                begin
                 next_state = IDLE  ;
                end
              else  
                begin
                 next_state = Mv_Dn  ;
                end        
             end
   default : 
             begin
                 next_state = IDLE  ;
                 Up_M  = 1'b0 ;
                 Dn_M  = 1'b0 ;
             end  
   endcase   
 end
endmodule
```
==> flow_summary.yaml <==
# flow metrics
sta:
  finalSetupTns_ns: 0
  final-setup-viol-count: 0
  fin_crit_sh_pct: 70.2
  untimed_endpoints: 4
  unclocked_pins: 2
  finalMaxSlewViolations: 0
  max_freq_mhz: 1020
  holdWs_ns: 0.236
  final-hold-violation-count: 0
  max_slew.worst_pin.slew_ns: 0.180
  relSlewSlack_pct: 87.9
  rsz0062_at_grt: "false"
  post-route-min-period_ns: 0.983
  setup_slack_ns: 0.417
  finClkSkew_ns: 0.00128
clock_tree:
  cts-buffers-inserted: 3
  cts_buffer_depth: 2
  post_cts_buffers: 0
  cts-htree-levels: 1
  cts-root-buf: "clkbuf_4"
  cts_tree: "yes"
  clk_latency_ns: 0.23
  cts_hold_buf: 0
  path_clk_slew_ns: 0.04
  cts-resized-gates: 0
worst_setup_path:
  crit_family: "buffers and inverters"
  critical_path_depth: 4
  critical_path_arrival_ns: 1.14
  required_ns: 1.55
  endpoint: "current_state[0]"
  path_cells: "clkdlybuf4s50_1, o21ai_1, a22oi_1, o21ai_1"
  r2r-start: "current_state[0]"
  start_kind: "primary input"
  endpoint_kind: "flip-flop"
  crit_buf_inv: 1
  r2r_end: "current_state[0]"
  startpoint: "Up_Max"
  worstSetupPathType: "in -> reg"
  critical-path-max-stage-delay_ns: 0.55
  rr_worst_depth: 2
  crit_path_max_fanout: 5
  rrSetupSlack_ns: 0.59
  crit_slowest_cell: "clkdlybuf4s50_1"
  crit_path_frequent_cell: "o21ai_1"
drt:
  final_antenna_net_count: 0
  drt-total-wl_um: 455
  antennaDiodeCount: 0
  drt_iter0_drc: 14
  drc: 0
  avgViaCountPerCell: 2.00
  num_vias: 140
  drt_pass1_iterations: 2
  wl_per_cell_um: 6.50
grt:
  antenna_found_initial: 0
  grt_overflow: 0
  grt_max_degree: 6
  top_usage_layer: "met2"
  grt_pass1_vias: 170
  track_usage_pct: 1.46
  grt_pass1_wl_um: 683
  gr-usage-met1_pct: 1.47
  globalRouteMet2Util_pct: 2.01
  met3_usage_pct: 1.48
die:
  rows: 21
  fp_util_pct: 4.47
  chipWidth_um: 80
  dieArea_sq_um: 6400
  io_pins: 7
  die_y_um: 80
  core_region_area_sq_um: 3420
pwr:
  pwr-share-seq_pct: 34.2
  internal_power_mw: 0.205
  p_leak_nw: 0.105
  powerDensity_nw_per_um2: 861
  pwr-share-comb_pct: 6.9
  p_sw_mw: 0.0504
  p_clk_share_pct: 58.8
  peakVddDrop_mv: 0.108
  p_sw_share_pct: 19.7
synthesis:
  top_area_share_pct: 32.8
  synthXorXnorAreaFrac_pct: 0
  synth_area_sq_um: 153
  synth.distinct_cells: 9
  yosys_area_sq_um: 153
  topCombFamilyByArea: "AND-OR/OR-AND gates"
  async_reset_ff_share_pct: 60.0
  edf_count: 0
  largest_area_cell: "dfrtp_1"
  yosys_warnings: 1
  syn_inst: 14
  fa_ha_area_share_pct: 0
  simple_gate_share_pct: 4.92
  ff_type: "dlxtn_1"
  compound_area_share_pct: 23.0
  ys.flops: 5
  ys_sh_mux_pct: 0
  synth_area_per_cell_sq_um: 10.9
  yosys-top-cells-area: "dfrtp_1 (33%), dlxtn_1 (20%), dfstp_2 (17%)"
  synth_stat.cells: 14
  synthTopCellsByCount: "a31oi_1 (2), dfrtp_1 (2), dlxtn_1 (2), nor2_1 (2), o21ai_1 (2)"
flow_run:
  warning_count: 25
  max_cap_violations: 0
placed_design:
  globalplace.congestion: 0.613
  pre_cts_ws_ns: 0.175
  numPortBuffers: 6
  dp.cells: 66
final_layout:
  fin_util_pct: 8.68
  area_delta_synth_final_pct: 94.3
  drive_above_1_share_pct: 16.7
  fin_cells: 70
worst_hold_path:
  min_path_type: "in -> async"
status:
  status: "completed"
[per-layer routing]
metal,wire (um),vias up
li1,-,70
met1,181,65
met2,206,5
met3,68,0
met4,0,0
met5,0,-
[power by group through the flow]
stage | Combinational, mW | Sequential, mW | Clock [mW]
4_1_cts | 0.0178 | 0.0873 | 0.160
5_1_grt | 0.0195 | 0.0873 | 0.163
6_report | 0.0177 | 0.0873 | 0.150
[registers in the layout (all words and copies together) (netlist names)]
register and flops:
Dn_M 1, current_state 3, Up_M 1
[worst min path at each step]
stage	end	from	depth (start not counted)	slack, ns
CTS	current_state[2]	RST	1	0.23
global route	current_state[1]	RST	1	0.24
finish	current_state[2]	RST	1	0.24
[cells by family after synthesis]
logic type	Yosys count
and+or+nand+nor	2
latches	2
buffers and inverters	1
AOI/OAI and AO/OA	6
DFF	3
[worst register-to-register path: stages, from the launching register on]
cell and delay (ns):
dfstp_2 0.54, a21oi_1 0.08, o21ai_1 0.12
[through the flow]
stage / total power [mW] / area [sq um]
global route: 0.270 / 297
global placement: 0.106 / 270
floorplan: 0.0900 / 153
finish: 0.255 / 297
detailed placement: 0.106 / 270
CTS: 0.265 / 297
[cells in the final DEF (no fill, tap or decap)]
cell type	Yosys	routed
inv_1	1	1
dfrtp_1	2	2
a21oi_1	1	1
a31oi_1	2	2
nor2_1	2	2
dlxtn_1	2	2
clkdlybuf4s50_1	0	6
clkbuf_1	0	1
dfstp_2	1	1
clkbuf_4	0	3
a22oi_1	1	1
o21ai_1	2	2
[layout make-up]
cell class,count,area (sq um)
sequential,5,106
inverter,1,3.75
timing repair buffer,6,60.1
tap,46,57.6
clock buffer,4,26.3
fill,413,3120
multi-input combinational,8,42.5
Power figures rest on the tool's default switching activity, not on a simulated workload.
